==> ./design.v <==
module Imm_Gen(
    data_i,
    data_o
    );
input   [32-1:0] data_i;
output  [64-1:0] data_o;
reg     [64-1:0] data_o;
always @* begin
	if((data_i[6:0] == 7'b0010011) || (data_i[6:0] == 7'b0000011)) data_o = {{52{data_i[31]}},data_i[31:20]};
	else if (data_i[6:0] == 7'b0100011) data_o = {{52{data_i[31]}},data_i[31:25],data_i[11:7]};
    else if (data_i[6:0] == 7'b1100011) data_o = {{52{data_i[31]}},{data_i[31],data_i[7],data_i[30:25],data_i[11:8]}};
    else data_o = {{32{data_i[31]}},data_i};
end
endmodule
==> ./run.sh <==
#!/bin/bash
# OpenROAD 26Q1-2900-gdf79404cd8, Yosys 0.63+post, stock flow scripts
make -C /OpenROAD-flow-scripts/flow DESIGN_CONFIG=/design/flow/config.mk WORK_HOME=/design/flow/orfs finish
==> ./config.mk <==
export PLATFORM = sky130hd
export DESIGN_NAME = Imm_Gen
export DESIGN_NICKNAME = Imm_Gen
export VERILOG_FILES = /design/flow/design.v
export SDC_FILE = /design/flow/constraint.sdc
export NUM_CORES = 4
export LEC_CHECK = 1
export CORE_AREA = 10 10 70 70
export DIE_AREA = 0 0 80 80
==> ./constraint.sdc <==
current_design Imm_Gen

set clk_period 3.2
set clk_io_pct 0.2

create_clock -name clk0 -period $clk_period

set non_clock_inputs [all_inputs -no_clocks]
set_input_delay [expr $clk_period * $clk_io_pct] -clock clk0 $non_clock_inputs
set_output_delay [expr $clk_period * $clk_io_pct] -clock clk0 [all_outputs]
==> out/results.env <==
YOSYSCHIPAREA_UM2=928.4
WORST_SUPPLY_VOLTAGE_DROP_ON_VDD_mV=0.05582
DRC=0
POWER.COMBINATIONAL.FRACTION_PCT=100.0
PLACE_WS_NS=0.002450
DPL.CELL_COUNT=237
HP-CLASS='primary input to primary output'
NUM_ROWS=21
GR-TOTAL-OVERFLOW=0
RSZ0062_AT_GRT='no'
TIMING_HOLD_VIOLATIONS_FINAL=0
AREA_GROWTH_SYN_TO_LAYOUT_PCT=94.21
VIASPERCELL=4.806
SEQ_AREA_FRAC_SYNTH_PCT=0
INITIAL_ANTENNA_VIOLATION_COUNT=0
LAYOUT.CLOCK_BUFFERS=0
CRITPATHARRIVALTIME_NS=2.48
CRITPATHMAXFANOUT=6
INITIALDRTVIOLATIONCOUNT=33
AVGROUTEDWIREPERCELL_UM=16.93
PWR-SHARE-SEQ_PCT=0
GLOBALPLACE.CONGESTION=0.8932
PROPORTION_OF_LAYOUT_CELLS_WITH_A_DRIVE_SUFFIX_ABOVE_1_PCT=14.14
CRITICAL_PATH_REQUIRED_NS=2.56
POST_CTS.REPAIR.SETUP_BUFFERS=0
WORSTMARGINPINSLEW_NS=0.4857
SYNTH_SIMPLE_GATE_AREA_SHARE_PCT=17.65
SETUP.WORST_PATH.START_CLASS='primary input'
DRT_FIRST_PASS_ITERS=4
FINAL_CRITICAL_PATH_SETUP_SLACK_NS=0.08150
POWER_SWITCHING_SHARE_PCT=29.85
DETAIL-ROUTE-ANTENNA-NETS=0
TOP_AREA_SHARE_PCT=28.30
VIAS=1139
FINAL_UTIL_PCT=52.78
POST_SYNTH_MUX_AREA_SHARE_PCT=3.369
STDCELL_COUNT=237
DP_HPWL_UM=3303
TOP_AREA_CELL='sky130_fd_sc_hd__buf_4'
PIN_COUNT=96
POWER.SHARE.CLOCK_PCT=0
POST_SYNTH_INSTANCE_AREA_UM2=928.4
STATUS='complete, no violations'
CRITICAL_PATH.ENDPOINT_TYPE='primary output'
CAP_VIOL_MAX_COUNT=0
SYNTH_AREA_PER_CELL_UM2=7.368
PLACE.PORT_BUFFERS=96
YS_CELLS=126
FINALSETUPVIOLATIONS=0
POST_SYNTH_XOR_AREA_FRACTION_PCT=0
COMPOUND_AREA_SHARE_PCT=42.99
TOTAL_LEAKAGE_POWER_nW=0.7692
MAX-SLEW-MARGIN-REL_PCT=67.32
MAXIMUM_NUMBER_OF_PINS_ON_ONE_NET_BEFORE_GLOBAL_ROUTE_REPAIR=34
FINAL.HOLD.WORST_SLACK_NS=2.088
POSTSYNTHCELLCOUNT=126
NUMBER_OF_PINS_WITH_NEGATIVE_MAX_SLEW_SLACK_IN_THE_FINAL_REPORT=0
POST-ROUTE-PERIOD-UTIL_PCT=97.45
NETLIST_TOP_CELLS_AREA='sky130_fd_sc_hd__buf_4 28%, sky130_fd_sc_hd__a21o_1 16%, sky130_fd_sc_hd__a2111oi_2 6.5%'
YOSYSWARNINGCOUNT=1
AREA.COMBINATIONAL_UM2=633.1
DIE_WIDTH_UM=80
FIRST_GLOBAL_VIAS=1226
FILL_CELLS=307
POWER_PER_CELL_AREA_nW_PER_UM2=117.5
STAGE_LOG_WARNINGS=32
POST-LAYOUT-TOTAL-POWER_mW=0.2119
DPL_CELL_AREA_UM2=1762
GRT_FIRST_PASS_WIRELENGTH_UM=6168
FMAXACHIEVABLE_MHz=320.7
NFLOPSANDLATCHES=0
POST_SYNTH_NUM_CELL_TYPES=35
MIN_PERIOD_NS=3.119
POST_LAYOUT_INSTANCE_AREA_UM2=1803
FLOORPLANUTILIZATION_PCT=27.18
GRT_USE_TOTAL_PCT=11.61
POSTROUTEWIRELENGTH_UM=4012
DIE_HEIGHT_UM=80
CHIP_AREA_UM2=6400
SYNTH.LOGIC.TOP_FAMILY='AND-OR/OR-AND gates'
CORE_REGION_AREA_UM2=3416
WORST-SETUP-PATH-TYPE='primary input to primary output'
POWER_REPORT.INTERNAL_TOTAL_mW=0.1487
SETUP-TNS-FINAL_NS=0
ROUTE.ANTENNA.DIODE_COUNT=0
FF_LATCH_AREA_UM2=0
ADDER_SHARE_PCT=0
SWITCHING_POWER_mW=0.06325
==> Yosys cell counts (2+ instances only) <==
cell type	number
sky130_fd_sc_hd__buf_4	35
sky130_fd_sc_hd__a21o_1	20
sky130_fd_sc_hd__a21oi_1	7
sky130_fd_sc_hd__buf_2	6
sky130_fd_sc_hd__inv_1	5
sky130_fd_sc_hd__a2111oi_2	4
sky130_fd_sc_hd__nand2b_1	4
sky130_fd_sc_hd__nor4_1	4
sky130_fd_sc_hd__o32ai_1	4
sky130_fd_sc_hd__a31oi_1	3
sky130_fd_sc_hd__clkbuf_1	3
sky130_fd_sc_hd__nand2_1	3
sky130_fd_sc_hd__o2bb2ai_1	3
sky130_fd_sc_hd__mux2i_1	2
sky130_fd_sc_hd__nor3_1	2
sky130_fd_sc_hd__o21a_1	2
==> cell families (layout without fill, tap and decap cells) <==
group | count (synthesis) | after routing
compound gates | 50 | 50
buf+inv | 50 | 115
simple gates | 23 | 23
mux | 3 | 3
==> metal layers <==
metal / up-vias / GRT usage, % / wire length (um)
li1: 562 / - / -
met2: 74 / 17.66 / 1620
met3: 0 / 6.932 / 641
met1: 503 / 14.57 / 1750
met4: 0 / 0.1761 / 0
met5: - / 0 / 0
==> path summary, 6_finish.rpt <==
check	slack, ns	start	end	cells past startpoint
max	0.08	data_i[2]	data_o[10]	5
min	2.09	data_i[30]	data_o[9]	4
==> cells in the final DEF, fill, tap and decap left out, types with 2 or more instances in the layout <==
cell                              Yosys  final
sky130_fd_sc_hd__a2111oi_2            4      2
sky130_fd_sc_hd__a2111oi_4            0      2
sky130_fd_sc_hd__a21o_1              20     20
sky130_fd_sc_hd__a21oi_1              7      7
sky130_fd_sc_hd__a31oi_1              3      3
sky130_fd_sc_hd__buf_12               0      2
sky130_fd_sc_hd__buf_4               35     12
sky130_fd_sc_hd__clkdlybuf4s50_1      0     95
sky130_fd_sc_hd__inv_1                5      5
sky130_fd_sc_hd__mux2i_1              2      2
sky130_fd_sc_hd__nand2_1              3      3
sky130_fd_sc_hd__nand2b_1             4      4
sky130_fd_sc_hd__nor3_1               2      2
sky130_fd_sc_hd__nor4_1               4      4
sky130_fd_sc_hd__o21a_1               2      2
sky130_fd_sc_hd__o2bb2ai_1            3      3
sky130_fd_sc_hd__o32ai_1              4      3
==> area by class of cell <==
class	count	area share, %
Timing Repair Buffer	110	60.65
Multi-Input combinational cell	76	35.11
Tap cell	46	3.192
Inverter	5	1.041
==> power groups by stage <==
| stage | Clock (mW) | Combinational [mW] | Sequential [mW] |
|---|---|---|---|
| final | 0 | 0.212 | 0 |
| after CTS | 0 | 0.212 | 0 |
| after global routing | 0 | 0.232 | 0 |
==> timing repair <==
item	4_1_cts	5_1_grt
endpoints found under the setup margin	0	5
resized	0	6
hold buffers	0	0
==> worst max-delay path: stages <==
cell and delay [ns]:
sky130_fd_sc_hd__clkdlybuf4s50_1 0.48, sky130_fd_sc_hd__and4bb_4 0.26, sky130_fd_sc_hd__and3_4 0.21, sky130_fd_sc_hd__a2111oi_4 0.37, sky130_fd_sc_hd__clkdlybuf4s50_1 0.52
Power figures rest on the tool's default switching activity, not on a simulated workload.
